===== /design/flow/design.v =====
`timescale 1ns / 1ps
module ForwardUnit(
    input [4:0] D_rs_addr,
    input [4:0] D_rt_addr,
    input [4:0] E_rs_addr,
    input [4:0] E_rt_addr,
    input [4:0] M_rt_addr,
    input [4:0] M_RFDst,
	 input [4:0] W_RFDst,
	 input [31:0] D_rs,
	 input [31:0] D_rt,
	 input [31:0] E_rs,
	 input [31:0] E_rt,
	 input [31:0] M_rt,
    input [31:0] WDM,
	 input [31:0] WDW,
    output [31:0] FWD_D1,
    output [31:0] FWD_D2,
    output [31:0] FWD_E1,
    output [31:0] FWD_E2,
    output [31:0] FWD_M
    );
	 assign FWD_D1 = (D_rs_addr==5'b0)? 0 : 
                    (D_rs_addr==M_RFDst)? WDM : 
						  D_rs;
	 assign FWD_D2 = (D_rt_addr==5'b0)? 0 : 
	                 (D_rt_addr==M_RFDst)? WDM :
						  D_rt;
	 assign FWD_E1 = (E_rs_addr==5'b0)? 0 :
	                 (E_rs_addr==M_RFDst)? WDM :
						  (E_rs_addr==W_RFDst)? WDW :
						  E_rs;
	 assign FWD_E2 = (E_rt_addr==5'b0)? 0 :
	                 (E_rt_addr==M_RFDst)? WDM :
						  (E_rt_addr==W_RFDst)? WDW :
						  E_rt;
	 assign FWD_M = (M_rt_addr==5'b0)? 0 :
	                (M_rt_addr==W_RFDst)? WDW : 
						 M_rt;
endmodule

===== /design/flow/run.sh =====
#!/bin/bash
# OpenROAD 26Q1-2900-gdf79404cd8, Yosys 0.63+post, stock flow scripts
make -C /OpenROAD-flow-scripts/flow DESIGN_CONFIG=/design/flow/config.mk WORK_HOME=/design/flow/orfs finish

===== /design/flow/config.mk =====
export PLATFORM = sky130hd
export DESIGN_NAME = ForwardUnit
export DESIGN_NICKNAME = ForwardUnit
export VERILOG_FILES = /design/flow/design.v
export SDC_FILE = /design/flow/constraint.sdc
export NUM_CORES = 4
export LEC_CHECK = 1
export CORE_AREA = 10 10 198 198
export DIE_AREA = 0 0 208 208

===== /design/flow/constraint.sdc =====
current_design ForwardUnit

set clk_period 7.0
set clk_io_pct 0.2

create_clock -name clk0 -period $clk_period

set non_clock_inputs [all_inputs -no_clocks]
set_input_delay [expr $clk_period * $clk_io_pct] -clock clk0 $non_clock_inputs
set_output_delay [expr $clk_period * $clk_io_pct] -clock clk0 [all_outputs]

==> results.json <==
{
  "status": "finished clean",
  "yosysWarningCount": 0,
  "io_pins": 419,
  "grt_overflow": 0,
  "area_growth_pct": 101,
  "p_leak_nw": 2.58,
  "dpl.hpwl_um": 32300,
  "peakVddDrop_uv": 30.5,
  "first_pass_iters": 5,
  "drt_iter0_drc": 579,
  "arrival_ps": 4150,
  "finalPower_w": 0.000665,
  "grt_antenna_before_repair": 3,
  "ctsResizeCount": 0,
  "power_switching_w": 0.000304,
  "maxSlewViolCount": 0,
  "swShare": 0.458,
  "critical-path-top-delay-family": "buffers and inverters",
  "seq_cell_count": 0,
  "ys_cells": 724,
  "vias_per_cell": 4.85,
  "combPwrFrac": 1.000,
  "worst_slack_ps": 1450,
  "tightest_slew_ps": 940,
  "p_int_w": 0.000361,
  "path_buffers": 3,
  "path_cells": "clkdlybuf4s50_1, xnor2_1, nand3_2, or2_2, buf_4, a311oi_1, clkdlybuf4s50_1",
  "syn_inst": 724,
  "vias": 7394,
  "wirelength_um": 39100,
  "worst_setup_path_start_kind": "primary input",
  "grt_pass1_wl_um": 54600,
  "cp.required_ps": 5600,
  "slowest_delay_ps": 600,
  "crit_top_cell": "clkdlybuf4s50_1",
  "die_x_um": 208,
  "cp_max_fo": 22,
  "fp-utilization": 0.127,
  "yosysUniqueCellTypes": 24,
  "holdCritPathClass": "in -> out",
  "crit_type": "in -> out",
  "drc": 0,
  "maxCapViolCount": 0,
  "seq_power_share": 0,
  "grt_use_total": 0.168,
  "crit_slowest_cell": "clkdlybuf4s50_1",
  "ff_latch_area_sq_um": 0,
  "tns_ps": 0,
  "rsz0062_at_grt": "false",
  "antenna_left": 0,
  "fmax_mhz": 180,
  "final_util": 0.257,
  "port_buffers": 419,
  "netlist_area_sq_um": 4420,
  "finalHoldViolCount": 0,
  "dp_slack_ps": 1400,
  "syn_area_per_cell_sq_um": 6.11,
  "chipArea_sq_um": 43300,
  "ctsHoldBuffers": 0,
  "power.density_nw_per_um2": 74.6,
  "min_period_ps": 5550,
  "die_h_um": 208,
  "num-fill-cells": 3802,
  "tool_warnings": 32,
  "num_rows": 68,
  "yosys-stat-area_sq_um": 4420,
  "period_used_share": 0.794,
  "wl_per_cell_um": 25.6,
  "relSlewSlack": 0.373,
  "core_region_area_sq_um": 34700,
  "ys_seq_frac": 0,
  "n_clock_buffer": 0,
  "clkPwrFrac": 0,
  "layout-drive-gt1-share": 0.0984,
  "hold_ws_ps": 3720,
  "mi_logic_area_sq_um": 3890,
  "finalSetupViolCount": 0,
  "gp_congestion": 0.990,
  "critPathCaptureType": "primary output",
  "first_global_vias": 7413,
  "grt_max_degree": 35,
  "cts_setup_buffers": 0
}
[metrics by stage]
step                instances  cell area (sq um)
detailed placement       1522               8900
finish                   1525               8910
CTS                      1522               8900
global placement         1522               8900
global route             1523               8900
floorplan                 724               4420
[cell usage in the layout, fill, tap and decap left out, types with 3 or more instances in the layout]
| cell | count |
|---|---|
| clkdlybuf4s50_1 | 419 |
| nand3_1 | 164 |
| o21ai_0 | 160 |
| a21oi_1 | 96 |
| nor3_1 | 64 |
| a311oi_2 | 60 |
| buf_4 | 32 |
| xnor2_1 | 29 |
| and3_1 | 5 |
| nand2_1 | 5 |
| or4_1 | 5 |
| nor2_2 | 5 |
| xor2_1 | 4 |
| diode_2 | 3 |
| and2_1 | 3 |
| a311oi_1 | 3 |
[cells in the mapped netlist (all sizes together) (5+ instances only)]
library cell | number | area (sq um)
nor2 | 7 | 28.8
nand2 | 5 | 18.8
o21ai | 160 | 801
or4 | 5 | 37.5
nor3 | 64 | 320
buf | 56 | 357
a311oi | 63 | 927
xnor2 | 31 | 287
clkbuf | 52 | 195
nand3 | 166 | 841
a21oi | 96 | 480
and3 | 5 | 31.3
[logic make-up after synthesis]
group | count (synthesis) | share of synthesized area
AND-OR/OR-AND | 321 | 0.503
XOR/XNOR | 35 | 0.0727
buffers and inverters | 109 | 0.126
AND/OR/NAND/NOR | 259 | 0.299
[layer usage]
layer / vias up / part of all wire / track usage
met5: - / 0.00020 / 0
met4: 2 / 0.0096 / 0.0182
met3: 24 / 0.080 / 0.0382
met2: 379 / 0.49 / 0.292
met1: 3520 / 0.41 / 0.215
li1: 3469 / - / -
[final timing paths]
path                   start         end  slack [ps]  cells past startpoint
setup / recovery  M_RFDst[2]  FWD_E1[30]        1450                      7
hold / removal      D_rs[23]  FWD_D1[23]        3720                      4
[tightest hold or removal path, stage by stage]
cell and delay [ps]:
clkdlybuf4s50_1 390, o21ai_0 70, a21oi_1 60, clkdlybuf4s50_1 400
[layout make-up]
cell class,count,area share
Antenna cell,3,0.000843
Inverter,1,0.000421
Multi-Input combinational cell,615,0.437
Tap cell,455,0.0639
Timing Repair Buffer,451,0.498
[power groups by stage]
| stage | Clock (W) | Combinational [W] | Sequential [W] |
|---|---|---|---|
| CTS | 0 | 0.000673 | 0 |
| global route | 0.0000000000192 | 0.000712 | 0 |
| finish | 0.0000000000159 | 0.000665 | 0 |
