==> flow/design.v <==
`timescale 1ns / 1ps
module code(
    input Clk,
    input Reset,
    input Slt,
    input En,
    output [63:0] Output0,
    output [63:0] Output1
    );
	 reg [3:0] clk1 = 4'b0;
	 reg [63:0] count0;
	 reg [63:0] count1;
	 initial
	 begin
	 count0 <= 64'b0;
	 count1 <= 64'b0;
	 end
	 always@(posedge Clk)
	 begin
	    if (Reset)
	    begin
	       count0 <= 64'b0;
		    count1 <= 64'b0;
		    clk1 <= 4'b0;
	    end
	    else if (!Reset && En)
	    begin
	       if (Slt == 1)
	       begin
			    if ( (clk1 + 1)== 4'b0100)
			    begin
			    count1 <= count1 +1;
			    clk1 <= 4'b0;
             end
             else 
			    begin
				 clk1 <= clk1 + 1;
             count1 <= count1;
             end			 
			 end
			 else if (Slt == 0)
			 begin
			 count0 <= count0 + 1;
			 end
		 end
	 end
	 assign Output0 = count0,Output1 = count1;
endmodule
==> flow/run.sh <==
#!/bin/bash
# OpenROAD 26Q1-2900-gdf79404cd8, Yosys 0.63+post, stock flow scripts
make -C /OpenROAD-flow-scripts/flow DESIGN_CONFIG=/design/flow/config.mk WORK_HOME=/design/flow/orfs finish
==> flow/config.mk <==
export PLATFORM = sky130hd
export DESIGN_NAME = code
export DESIGN_NICKNAME = code
export VERILOG_FILES = /design/flow/design.v
export SDC_FILE = /design/flow/constraint.sdc
export NUM_CORES = 4
export LEC_CHECK = 1
export CORE_UTILIZATION = 30
==> flow/constraint.sdc <==
current_design code

set clk_period 15.2
set clk_io_pct 0.2

create_clock -name clk0 -period $clk_period [get_ports {Clk}]

set non_clock_inputs [all_inputs -no_clocks]
set_input_delay [expr $clk_period * $clk_io_pct] -clock clk0 $non_clock_inputs
set_output_delay [expr $clk_period * $clk_io_pct] -clock clk0 [all_outputs]
==> impl_metrics.env <==
# physical design summary
export IMPL_met1_length_mm=8.83
export IMPL_routabilityCongestion=0.859
export IMPL_postCtsSetupBuffers=0
export IMPL_rsz0062_at_grt="false"
export IMPL_finalWirelength_mm=18.0
export IMPL_cap_viol_max_count=0
export IMPL_cpPeakStageDelay_ns=0.60
export IMPL_topCellsByArea="dfxtp_1 (41%), a21oi_1 (5.4%), nor2_1 (4.6%)"
export IMPL_ant_nets=0
export IMPL_cts_resized_gates=0
export IMPL_row_count=53
export IMPL_syn_inst=785
export IMPL_path_cells="clkdlybuf4s50_1 > or3b_4 > nor4_4 > nand4_1 > or4_1 > a21oi_1"
export IMPL_drtPass1Iterations=5
export IMPL_critPathRequiredTime_ns=15.55
export IMPL_portBuffers=131
export IMPL_synth_flops=132
export IMPL_yosysTopAreaCell="dfxtp_1"
export IMPL_worst_clock_skew_ns=0.00935
export IMPL_flop_cell="dfxtp_1"
export IMPL_met3_length_mm=1.08
export IMPL_first_iter_violations=460
export IMPL_fp_util=0.305
export IMPL_via_count=6181
export IMPL_core_area_mm2=0.0210
export IMPL_setup_viol=0
export IMPL_insertedDiodeCount=0
export IMPL_netlist_cell_type_count=44
export IMPL_crit_slowest_cell="or4_1"
export IMPL_drc_errors=0
export IMPL_startpoint_type="input pin"
export IMPL_finalInstanceArea_mm2=0.00859
export IMPL_area_delta_synth_final_pct=33.9
export IMPL_cts_made_buffers=17
export IMPL_hold_viol_final=0
export IMPL_critPathCaptureType="register"
export IMPL_hpwlAfterDp_mm=12.7
export IMPL_cts_tree="yes"
export IMPL_avgSynthCellArea_um2=8.17
export IMPL_slew_violations=0
export IMPL_grt_pass1_vias=5469
export IMPL_dr_wl_met2_mm=7.85
export IMPL_cts_max_level=4
export IMPL_leakagePower_nw=2.54
export IMPL_setup_slack_ns=9.81
export IMPL_cp_data_arrival_time_ns=5.74
export IMPL_placed_area_mm2=0.00797
export IMPL_pwr_density_cell_mw_per_mm2=91.6
export IMPL_hold_path_class="reg2reg"
export IMPL_grt_pass1_wl_mm=29.1
export IMPL_num_fill_cells=2064
export IMPL_die_height_um=148
export IMPL_cts_path_max_buffers=2
export IMPL_grt_max_degree=70
export IMPL_io_pins=132
export IMPL_peakVddDrop_mv=0.0710
export IMPL_finalSetupTns_ns=0
export IMPL_yosysWarningCount=1
export IMPL_yosysMostFrequentCell="dfxtp_1"
export IMPL_top_layer_used="met4"
export IMPL_cp_max_fo=12
export IMPL_clk_latency_ns=0.42
export IMPL_grt_overflow=0
export IMPL_yosys_cells=785
export IMPL_fmax_mhz=185
export IMPL_final_comb_area_mm2=0.00359
export IMPL_place_ws_ns=9.42
export IMPL_warning_count=25
export IMPL_worstMarginPinSlew_ns=0.913
export IMPL_wl_per_cell_um=15.0
export IMPL_path_class="in2reg"
export IMPL_die_x_um=148
export IMPL_top_cell_area_share=0.412
export IMPL_antenna_found_initial=0
export IMPL_status="complete, no violations"
export IMPL_slew_limit_headroom=0.386
export IMPL_period_needed_ns=5.39
export IMPL_cts_root_buf="clkbuf_16"
export IMPL_path_clk_slew_ns=0.06
export IMPL_edf_count=0
export IMPL_synthTopCellsByCount="dfxtp_1 (132), nor2_1 (78), a21oi_1 (69), nand2_1 (60), nand3_1 (57)"
export IMPL_cts_sinks=132
export IMPL_drive_gt1_frac=0.0565
export IMPL_utilization=0.409
export IMPL_period_used=0.355
export IMPL_synth_area_mm2=0.00641
export IMPL_ys_area_mm2=0.00641
export IMPL_regArea_mm2=0.00264
export IMPL_vias_per_cell=5.17
export IMPL_cts_hold_buffers_added=0
export IMPL_async_reset_ff_frac=0
export IMPL_ys_seq_share=0.412
export IMPL_die_area_mm2=0.0220
export IMPL_grt_util_all_layers=0.167
path summary, 6_finish.rpt:
check / end / cells after the start / slack [ns] / from
worst min-delay path: count1[63] / 2 / 0.49 / count1[63]
worst max register to register: count1[58] / 5 / 12.05 / count1[16]
worst max-delay path: count0[50] / 6 / 9.81 / En
worst min register to register: count1[63] / 2 / 0.49 / count1[63]
through the flow:
step                total power (W)  hold WS (ns)  instances
finish                     0.000787         0.486       1195
detailed placement         0.000364         0.478       1163
CTS                        0.000796         0.491       1195
floorplan                  0.000361         0.439        785
global route               0.000815         0.513       1195
global placement           0.000365         0.468       1163
state kept, by name, indices dropped and copies added, names as in the netlist:
register  count
count1       64
clk1          4
count0       64
placed cells by master, fill, tap and decap left out, types with 2 or more instances in the layout:
cell,count
dfxtp_1,132
clkdlybuf4s50_1,130
nor2_1,78
a21oi_1,69
nand2_1,60
nand3_1,57
nand4_1,44
or3_1,44
o21ai_0,43
xnor2_1,31
xor2_1,27
or4_1,25
o31ai_1,24
nor4_1,21
nor3_1,18
clkbuf_16,17
and3_1,16
and4_1,12
inv_1,11
buf_4,7
clkinvlp_4,6
nand3b_1,4
and2_1,4
bufinv_16,4
or2_2,3
ha_1,3
nor3b_1,2
nor4_4,2
or4b_1,2
a31o_2,2
or4_2,2
nor2b_1,2
clkbuf_1,2
clkinv_2,2
critical path: cells and delay by family:
kind | cells | cell delay, ns
compound gates | 1 | 0.14
buf+inv | 1 | 0.50
simple gates | 4 | 2.06
kinds of logic (layout without fill, tap and decap cells):
group / after synthesis / count (layout) / share of synthesized area
compound gates: 141 / 141 / 0.122
simple gates: 406 / 406 / 0.352
fa+ha+maj: 3 / 3 / 0.00585
flops: 132 / 132 / 0.412
xor+xnor: 58 / 58 / 0.0792
buf+inv: 45 / 180 / 0.0283
final cells by class:
type	count	share of cell area
clock buffer	19	0.0504
tap	275	0.0401
sequential	132	0.308
clock inverter	13	0.0214
timing repair buffer	137	0.158
inverter	11	0.00481
multi-input combinational	608	0.418
report_power, final:
| part | leakage [nW] | switching, W | internal (W) |
|---|---|---|---|
| sequential | 1.06 | 0.000000616 | 0.000346 |
| clock | 0.281 | 0.000156 | 0.000274 |
| combinational | 1.19 | 0.00000739 | 0.00000225 |
metal layers:
| metal | track usage | up-vias |
|---|---|---|
| met5 | 0 | - |
| met4 | 0.0222 | 0 |
| met3 | 0.0435 | 11 |
| met2 | 0.241 | 145 |
| met1 | 0.259 | 2863 |
| li1 | - | 3162 |
Power is estimated from default activity; no workload was simulated.
